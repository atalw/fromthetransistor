==> ./design.v <==
module receiver
    #(parameter CLOCKS_PER_BIT = 0)
    (
        input wire clock,
        input wire serial,
        output [7:0] w_rx_byte
    );
    parameter IDLE_STATE = 3'b000;
    parameter START_STATE = 3'b001;
    parameter DATA_STATE = 3'b010;
    parameter STOP_STATE = 3'b100;
    parameter CLEANUP_STATE = 3'b101;
    reg [8:0] r_clock_count;
    reg [2:0] r_rx_state;
    reg [2:0] r_bit_index;
    reg [7:0] r_rx_byte;
    initial
    begin
        r_rx_state <= IDLE_STATE;
    end
    always @(posedge clock)
    begin
        case (r_rx_state)
            IDLE_STATE:
            begin
                r_clock_count <= 0;
                r_bit_index <= 0;
                if (serial == 1'b0)
                    r_rx_state <= START_STATE;
            end  
            START_STATE:
            begin
                if (r_clock_count == CLOCKS_PER_BIT/2)
                begin
                    if (serial == 0)
                    begin
                        r_clock_count <= 0;
                        r_rx_state = DATA_STATE;
                    end
                    else
                        r_rx_state = IDLE_STATE;
                end
                else
                    r_clock_count <= r_clock_count + 1;
            end  
            DATA_STATE:
            begin
                if (r_clock_count < CLOCKS_PER_BIT)
                    r_clock_count <= r_clock_count + 1;
                else
                begin
                    r_rx_byte[r_bit_index] = serial;
                    r_clock_count <= 0;
                    if (r_bit_index == 7)
                    begin
                        r_rx_state <= STOP_STATE;
                        r_bit_index <= 0;
                    end
                    else
                        r_bit_index <= r_bit_index + 1;
                end
            end  
            STOP_STATE:
            begin
                if (r_clock_count < CLOCKS_PER_BIT)
                    r_clock_count <= r_clock_count + 1;
                else
                begin
                    if (serial == 1'b1)
                    begin
                        r_rx_state <= CLEANUP_STATE;
                        r_clock_count <= 0;
                    end
                end
            end  
            CLEANUP_STATE:
            begin
                r_rx_state <= IDLE_STATE;
            end  
            default:
                r_rx_state <= IDLE_STATE;
        endcase
    end
    assign w_rx_byte = r_rx_byte;
endmodule
==> ./run.sh <==
#!/bin/bash
# OpenROAD 26Q1-2900-gdf79404cd8, Yosys 0.63+post, stock flow scripts
make -C /OpenROAD-flow-scripts/flow DESIGN_CONFIG=/design/flow/config.mk WORK_HOME=/design/flow/orfs finish
==> ./config.mk <==
export PLATFORM = sky130hd
export DESIGN_NAME = receiver
export DESIGN_NICKNAME = receiver
export VERILOG_FILES = /design/flow/design.v
export SDC_FILE = /design/flow/constraint.sdc
export NUM_CORES = 4
export LEC_CHECK = 1
export CORE_UTILIZATION = 30
==> ./constraint.sdc <==
current_design receiver

set clk_period 3.4
set clk_io_pct 0.2

create_clock -name clk0 -period $clk_period [get_ports {clock}]

set non_clock_inputs [all_inputs -no_clocks]
set_input_delay [expr $clk_period * $clk_io_pct] -clock clk0 $non_clock_inputs
set_output_delay [expr $clk_period * $clk_io_pct] -clock clk0 [all_outputs]
==> results.py <==
# Metrics from the implementation run
metrics = {
    "critical_path": {
        "path_class": "reg -> reg",
        "slowest_delay_ps": 550,
        "worst-path-max-fanout": 10,
        "critPathLaunch": "r_bit_index[0]",
        "start_kind": "flop",
        "cp-end-kind": "flop",
        "reg2reg_from": "r_bit_index[0]",
        "arrival_ps": 2060,
        "cp.required_ps": 3410,
        "crit_slowest_cell": "edfxtp_1",
        "cp_cell_sequence": "inv_1, ha_1, xor2_1, nor4b_1, mux2_1",
    },
    "global_route": {
        "grt_pass1_wl_um": 3480,
        "grt_pass1_vias": 808,
        "antenna_found_initial": 0,
        "grt_max_degree": 14,
        "grt_overflow": 0,
        "grt.total_usage": 0.104,
    },
    "floorplanning": {
        "dieArea_mm2": 0.00453,
        "core_area_mm2": 0.00406,
        "io_pins": 10,
        "die-width_um": 67.3,
        "rows": 23,
        "fp.dieH_um": 67.3,
        "fp-utilization": 0.315,
    },
    "clocking": {
        "ctsRootBufferMaster": "clkbuf_8",
        "cts_resized": 0,
        "cts_setup_buffers": 0,
        "cts_made_buffers": 3,
        "worstSkewPairLatency_ps": 260,
        "clk_pin_slew_worst_paths_ps": 80,
        "cts_num_sinks": 23,
        "cts_buffer_depth": 2,
        "cts_tree": "built",
        "cts_hold_buf": 0,
        "cts_max_level": 1,
    },
    "finish": {
        "comb_area_um2": 542,
        "fin_area_mm2": 0.00145,
        "fillers": 383,
        "area_growth_pct": 13.7,
        "lay_top_count": "edfxtp_1",
        "layout_top_cells": "edfxtp_1, nor2_1, clkdlybuf4s50_1",
        "ff_latch_area_um2": 691,
        "drive_above_1_share": 0.0667,
        "final_core_util": 0.358,
    },
    "synth": {
        "seq_area_frac_synth": 0.540,
        "ys_seq_elements": 23,
        "topCombFamilyByArea": "simple AND/OR/NAND/NOR gates",
        "yosys_area_mm2": 0.00128,
        "yosysTopAreaCellShare": 0.540,
        "ys_sh_simple": 0.194,
        "synth_area_per_cell_um2": 11.3,
        "ys_warn_count": 1,
        "yosysUniqueCellTypes": 30,
        "ys_cells": 113,
        "fa_ha_area_frac": 0.0587,
        "synth_xor_xnor_area_share": 0.0411,
        "netlist_area_mm2": 0.00128,
        "post-synth-top-area-cell": "edfxtp_1",
        "synthTopCellsByArea": "edfxtp_1, ha_1, mux2_1",
        "synth.area.mux_share": 0.0352,
        "syn-instance-count": 113,
        "aoi_share": 0.0949,
    },
    "place": {
        "hpwl_um": 1490,
        "gp_congestion": 0.813,
        "numPortBuffers": 9,
        "place_area_mm2": 0.00141,
        "dp_slack_ps": 1080,
    },
    "power": {
        "p_sw_uw": 505,
        "clkPwrFrac": 0.125,
        "power.density_mw_per_mm2": 907,
        "combPwrFrac": 0.382,
        "p_int_uw": 813,
        "leakagePower_uw": 0.000489,
        "p_sw_frac": 0.383,
        "vdd_drop_max_mv": 0.398,
        "seq_power_share": 0.492,
    },
    "outcome": {
        "status": "complete, no violations",
    },
    "drt": {
        "ant_nets": 0,
        "wire_per_inst_um": 11.8,
        "diodes": 0,
        "via_count": 835,
        "drt-total-wl_um": 2010,
        "first_pass_iters": 3,
        "vias_per_cell": 4.91,
        "drt_iter0_markers": 23,
        "drc": 0,
    },
    "final_timing": {
        "setup_ws_ps": 1350,
        "fin_skew_ps": 3.83,
        "fmaxAchievable_mhz": 487,
        "finalSetupTns_ps": 0,
        "drv_slew": 0,
        "tightest_slew_ps": 493,
        "fin_crit_sh": 0.604,
        "hold_viol": 0,
        "period_needed_ps": 2050,
        "rsz0062_at_grt": "false",
        "finalSetupViolCount": 0,
        "max_slew_margin": 0.668,
    },
    "worst_hold_path": {
        "hold_path.startpoint": "r_rx_byte[7]",
        "hp-class": "reg -> reg",
    },
    "job": {
        "cap_violations": 0,
        "warnings": 28,
    },
}
[final timing paths]
path	end	slack (ps)	depth (start not counted)
setup / recovery	r_rx_byte[2]	1350	5
hold reg to reg	r_rx_byte[7]	570	1
hold / removal	r_rx_byte[7]	570	1
setup reg to reg	r_rx_byte[2]	1350	5
[kinds of logic (layout without fill, tap and decap cells)]
| kind of cell | Yosys count | in the layout |
|---|---|---|
| muxes | 4 | 4 |
| buffers and inverters | 12 | 19 |
| DFF | 23 | 23 |
| adders and majority gates | 6 | 6 |
| xor gates and xnor gates | 6 | 6 |
| and+or+nand+nor | 43 | 43 |
| AOI/OAI and AO/OA | 19 | 19 |
[layout make-up]
cell class / count / share of cell area
Sequential cell: 23 / 0.475
Clock buffer: 3 / 0.0284
Tap cell: 50 / 0.0430
Multi-Input combinational cell: 78 / 0.373
Clock inverter: 1 / 0.00344
Inverter: 6 / 0.0155
Timing Repair Buffer: 9 / 0.0620
[critical path: cells and delay by family (launching register included)]
family | cells | cell delay [ps]
fa+ha+maj | 1 | 260
buf+inv | 1 | 80
simple gates | 1 | 330
mux | 1 | 370
xor+xnor | 1 | 220
flops | 1 | 550
[metal layers]
| layer | vias to the layer above | GRT usage | part of all wire |
|---|---|---|---|
| met5 | - | 0 | 0 |
| met4 | 0 | 0.00532 | 0 |
| met3 | 0 | 0.0274 | 0.029 |
| met2 | 10 | 0.169 | 0.46 |
| met1 | 391 | 0.153 | 0.51 |
| li1 | 434 | - | - |
[power by group through the flow]
stage	sequential (µW)	clock [µW]	combinational [µW]
after CTS	651	172	508
final	649	165	504
after global routing	674	183	581
[registers in the layout, summed over array words and instances (netlist names)]
signal	cells
r_clock_count	9
r_rx_state	3
r_rx_byte	8
r_bit_index	3
[through the flow]
stage | hold WS, ps | instances | power [µW]
6_report | 573 | 170 | 1320
3_5_place_dp | 552 | 166 | 1160
2_1_floorplan | 501 | 113 | 1020
4_1_cts | 575 | 170 | 1330
5_1_grt | 599 | 170 | 1440
3_3_place_gp | 550 | 166 | 1140
[Yosys cell counts]
master	n
nand3b_1	2
nand2_1	6
clkbuf_1	5
a2111oi_0	1
ha_1	6
buf_2	1
or3_1	4
nor2_1	10
o21ai_0	5
xnor2_1	3
or2_1	1
nor4_1	4
nand3_2	1
o2bb2ai_1	4
nor4b_1	1
inv_2	1
inv_1	5
a21o_1	1
a21oi_1	6
edfxtp_1	23
and2_1	3
nor3_1	1
mux2_1	4
nand3_1	5
nand2b_1	2
a311oi_1	1
a31oi_1	1
nor4b_2	2
nand4_1	1
xor2_1	3
Power and IR drop assume default switching activity.
