<file path="/design/flow/design.v">
module blinking(clock, led);
    input clock;
    output reg led;
    reg [31:0] counter;
    initial
    begin
        led = 1'b0;
        counter <= 32'b0;
    end
    always @(posedge clock)
    begin
        counter <= counter + 1'b1;
        if (counter > 10)  
        begin
            led <= ~led;
            counter <= 32'b0;
        end
    end
endmodule
</file>
<file path="/design/flow/run.sh">
#!/bin/bash
# OpenROAD 26Q1-2900-gdf79404cd8, Yosys 0.63+post, stock flow scripts
make -C /OpenROAD-flow-scripts/flow DESIGN_CONFIG=/design/flow/config.mk WORK_HOME=/design/flow/orfs finish
</file>
<file path="/design/flow/constraint.sdc">
current_design blinking

set clk_period 2.7
set clk_io_pct 0.2

create_clock -name clk0 -period $clk_period [get_ports {clock}]

set non_clock_inputs [all_inputs -no_clocks]
set_input_delay [expr $clk_period * $clk_io_pct] -clock clk0 $non_clock_inputs
set_output_delay [expr $clk_period * $clk_io_pct] -clock clk0 [all_outputs]
</file>
<file path="/design/flow/config.mk">
export PLATFORM = sky130hd
export DESIGN_NAME = blinking
export DESIGN_NICKNAME = blinking
export VERILOG_FILES = /design/flow/design.v
export SDC_FILE = /design/flow/constraint.sdc
export NUM_CORES = 4
export LEC_CHECK = 1
export CORE_AREA = 10 10 88 88
export DIE_AREA = 0 0 98 98
</file>
==> writeup.txt <==
The run gives 1 for the number of buffer and inverter instances along the worst setup path. The aggregate routed wire length was 887 um; the count of final setup violators was 0. The tools report the number of warnings printed during yosys synthesis as 1.

Buffers added to address setup during post-CTS repair amount to 0. Top cell type by total area after synthesis: dfxtp_1. The power per unit of standard cell area works out to 783.5 mW/mm2.

The number of global-route vias before repair came out at 386. The library cell contributing the largest single delay on the critical path was clkdlybuf4s50_1. Counting tap cells, the placed design contains a total of 160 instances. For this design, the sink count on the clock tree is 33. The data arrival time of the critical path was 1.08 ns. Share of post-route cells with drive strength above 1: 0.1290. The logs give 854.6 um2 for the chip area in the Yosys report and 670.6 um2 for the sequential cell area.

TritonCTS built the clock tree. The clock tree synthesis step divided the H-tree into 2 levels. The run gives 0.01949 as the total track usage. STA classifies the critical path endpoint as a primary output. The first global-routing pass estimated 1559 um of wire. In this run the core area contains 28 standard-cell rows. The post-cts gate resize count is 0, and the total die area is 0.009604 mm2. In this run, the number of DRC markers left after iteration 0 of detailed routing was 8. The run gives 627 for the fill cell instance count of the final layout. Post-layout worst setup margin: 1.082 ns. Most common cell after layout, fill and taps aside: dfxtp_1. Per the TritonCTS log, the buffer count is 5. The startpoint identified for the worst hold timing path is counter[0]$_SDFF_PN0_.

The run gives 1 for the tally of buffers added on design ports. The type of the setup path with the least slack was flop to primary output. With the synthesized instance count at 57, the post-placement setup slack is 1.229 ns. Buffers inserted to repair hold after CTS numbered 0. The dominant delay contributor by cell family on the critical path was buffers and inverters. The run gives 0.7514 as the routability congestion estimate from global placement.

The top cell types in the final layout, fill and taps aside, are dfxtp_1 (32), conb_1 (28), nor4_1 (7), clkbuf_8 (7), nor4_2 (4). The routed length per placed instance came out at 5.280 um. Before antenna repair, the detailed router went through 2 iterations.

With the worst stage delay on the critical path at 0.46 ns, the final clock skew is 0.001837 ns. For reference, the critical path cell chain is clkdlybuf4s50_1. With the fmax at 618.2 MHz, the top-level I/O count is 2. The run gives 0.1961 as the final design utilization. In this run, distinct cell masters in the synthesized netlist total 14. The combinational gate area is 277.8 um2, and the fraction of the yosys area taken by sequential cells is 0.7848. The die is 98 um tall.

For the number of vias in the routed layout, the log shows 417. With the post-synthesis instance area at 854.6 um2, the starting density of the core is 0.1443. In this run the worst hold path is classified as flop to flop.

The post-route standard cell area excluding fillers came out at 0.001161 mm2. The tools report the initial antenna violation count as 0. After the flow finishes, the layout carries non-filler instances totaling 168. The share of the synthesized area in the top cell type is 0.7496, and the number of OpenROAD warnings is 26. In this run the static leakage power is 0.4698 nW. The insertion delay to the later sink of the worst-skew pair came out at 0.27 ns. The tools report the final max-slew violation count as 0. The number of antenna diodes in the final layout is 0. In the final report, the number of hold violations comes to 0. With the area of the core region at 0.005921 mm2, the required time of the critical path is 2.16 ns.

The width of the die was 98 um. The flow ran to the end, and the final reports show no timing, DRC or antenna violations. Adding up every negative setup slack in the final design gives 0 ns. Mean instance size in the synthesized netlist: 14.99 um2. Power comes to 909.7 uW.

Once placement finished, the instance area stood at 0.001060 mm2. Number of routed nets with antenna violations: 0. Setup repair after global routing left no endpoint under its margin. With the largest fanout of any net on the critical path at 2, the number of buffers on the longest clock path is 2. By area the synthesized netlist is led by dfxtp_1 (75%), nor4_2 (5.9%), nor4_1 (5.1%). The count of max-cap constraint violations was 0; the layout-stage area growth over the synthesis result was 35.87%. For the worst reg-to-reg path, the startpoint reported by OpenROAD is counter[20]$_SDFF_PN0_. Hold is met by 0.4999 ns. The run gives 0 as the detailed-route DRC error count. The buffer type at the clock tree root is clkbuf_8. The run gives 0.5992 for the post-route fraction of the period consumed by the critical path. Worst voltage drop across the vdd grid: 0.0002110 V. The registers of the reported paths see a clock transition of 0.06 ns. The pin count of the biggest net entering global routing was 11.

The startpoint type of the worst setup path is a flop. Summed over all layers, the global routing overflow is 0. With the synthesis-stage register bit count at 33, the time the final worst path needs with I/O delays and setup is 1.618 ns.

The average via count per standard cell came out at 2.482. For this design, Yosys synthesis ends with a cell count of 57. According to the timing report, the critical path is launched from led$_DFFE_PN_.
[per-layer routing]
metal / track usage / part of all wire / up-vias
met5: 0 / 0 / -
met4: 0.007830 / 0.030 / 0
met3: 0.01351 / 0.080 / 2
met2: 0.02690 / 0.37 / 8
met1: 0.02298 / 0.52 / 166
li1: - / - / 241
[worst paths after layout]
check / depth (start not counted) / slack (ns) / end
worst max-delay path: 1 / 1.08 / led
worst min-delay path: 1 / 0.50 / counter[0]$_SDFF_PN0_
worst max register to register: 3 / 1.22 / led$_DFFE_PN_
worst min register to register: 1 / 0.50 / counter[0]$_SDFF_PN0_
[power by group]
part | switching (mW) | internal, mW
sequential | 0.00788 | 0.512
combinational | 0.00431 | 0.00201
clock | 0.154 | 0.230
total | 0.166 | 0.744
[synthesized netlist by cell type]
master    instances
inv_1             2
nand4_1           1
dfxtp_1          32
conb_1            1
xnor2_1           1
o21a_1            1
xor2_1            1
nand3_1           2
edfxtp_1          1
or3_1             1
nor4_2            4
nor4_1            7
nor2b_1           1
ha_1              2
[worst reg2reg max path: cells and delay by family, from the launching register on]
kind	cells	cell delay, ns
DFF	1	0.30
and+or+nand+nor	3	0.95
[layout make-up]
type / count / share of cell area
Clock buffer: 7 / 0.08297
Clock inverter: 1 / 0.004310
Inverter: 2 / 0.006466
Multi-Input combinational cell: 49 / 0.2392
Sequential cell: 33 / 0.5776
Tap cell: 75 / 0.08082
Timing Repair Buffer: 1 / 0.008621
[state kept, by name, summed over array words and instances, names as in the netlist]
name	flops
led	1
counter	32
[cell families (layout without fill, tap and decap cells)]
kind of cell / Yosys count / after routing / synth area share
DFF: 33 / 33 / 0.7848
and+or+nand+nor: 16 / 16 / 0.1435
adders and majority gates: 2 / 2 / 0.02928
xor gates and xnor gates: 2 / 2 / 0.02050
buffers and inverters: 2 / 11 / 0.008788
other: 1 / 28 / 0.004388
AOI/OAI and AO/OA: 1 / 1 / 0.008788
Power is estimated from default activity; no workload was simulated.
