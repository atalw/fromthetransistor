<file path="/design/flow/run.sh">
#!/bin/bash
# OpenROAD 26Q1-2900-gdf79404cd8, Yosys 0.63+post, stock flow scripts
make -C /OpenROAD-flow-scripts/flow DESIGN_CONFIG=/design/flow/config.mk WORK_HOME=/design/flow/orfs finish
</file>
<file path="/design/flow/config.mk">
export PLATFORM = sky130hd
export DESIGN_NAME = transmitter
export DESIGN_NICKNAME = transmitter
export VERILOG_FILES = /design/flow/design.v
export SDC_FILE = /design/flow/constraint.sdc
export NUM_CORES = 4
export LEC_CHECK = 1
export CORE_AREA = 10 10 91 91
export DIE_AREA = 0 0 101 101
</file>
<file path="/design/flow/constraint.sdc">
current_design transmitter

set clk_period 1.7
set clk_io_pct 0.2

create_clock -name clk0 -period $clk_period [get_ports {clock}]

set non_clock_inputs [all_inputs -no_clocks]
set_input_delay [expr $clk_period * $clk_io_pct] -clock clk0 $non_clock_inputs
set_output_delay [expr $clk_period * $clk_io_pct] -clock clk0 [all_outputs]
</file>
<file path="/design/flow/design.v">
module transmitter
    #(parameter CLOCKS_PER_BIT = 0)
    (
        input wire clock,
        input wire tx_bit,
        input [7:0] tx_data_byte,
        output reg serial,
        output wire tx_done
    );
    parameter IDLE_STATE = 3'b000;
    parameter START_STATE = 3'b001;
    parameter DATA_STATE = 3'b010;
    parameter STOP_STATE = 3'b100;
    parameter CLEANUP_STATE = 3'b101;
    reg [8:0] r_clock_count;
    reg [2:0] r_tx_state;
    reg [2:0] r_bit_index;
    reg [7:0] r_tx_byte;
    reg r_tx_done;
    initial
    begin
        r_clock_count = 0;
        r_tx_state = 3'b0;
        r_bit_index = 0;
        r_tx_done = 0;
    end
    always @(posedge clock)
    begin
        case (r_tx_state)
            IDLE_STATE:
            begin
                serial = 1'b1;  
                r_tx_done = 1'b0;
                r_bit_index = 0;
                if (tx_bit == 1'b1)  
                begin
                    r_tx_byte <= tx_data_byte;
                    r_tx_state <= START_STATE;
                end
                else
                    r_tx_state <= IDLE_STATE;
            end  
            START_STATE:
            begin
                serial = 1'b0;  
                if (r_clock_count < CLOCKS_PER_BIT)
                    r_clock_count <= r_clock_count + 1;
                else
                begin
                    r_clock_count <= 0;
                    r_tx_state <= DATA_STATE;
                end
            end  
            DATA_STATE:
            begin
                serial <= r_tx_byte[r_bit_index];
                if (r_clock_count < CLOCKS_PER_BIT)
                    r_clock_count <= r_clock_count + 1;
                else
                begin
                    r_clock_count <= 0;
                    if (r_bit_index == 7)
                    begin
                        r_bit_index <= 0;
                        r_tx_state <= STOP_STATE;
                    end
                    else
                        r_bit_index <= r_bit_index + 1;
                end
            end  
            STOP_STATE:
            begin
                serial <= 1'b1;
                if (r_clock_count < CLOCKS_PER_BIT)
                    r_clock_count <= r_clock_count + 1;
                else
                begin
                    r_clock_count <= 0;
                    r_tx_state <= CLEANUP_STATE;
                end
            end  
            CLEANUP_STATE:
            begin
                r_tx_done <= 1'b1;
                r_tx_state <= IDLE_STATE;
            end  
            default:
                r_tx_state <= IDLE_STATE;
        endcase
    end
    assign tx_done = r_tx_done;
endmodule
</file>
==> out/qor.rpt <==
=================================================================================
Register-to-register path setup slack                                     0.22 ns
I/O pin total                                                                  12
Iteration tally of the first detailed-router pass                               4
Count of instances resized after the clock tree is built                        0
Register clock-pin slew on the reported worst setup and hold paths        0.06 ns
Slew at the pin closest to its max-slew limit                            0.277 ns
Starting utilization of the core area                                       0.114
Average detailed-routed wire length per instance                          8.25 µm
Top area contributor share                                                  0.666
Max Freq                                                                  676 MHz
Required time of the critical path                                        1.68 ns
Inserted Diodes                                                                 0
Post-synth cell types                                                          21
Number of clock buffers inserted by TritonCTS                                   3
TritonCTS clock tree                                                         done
Dpl cells                                                                     135
Part of the Yosys area used for sequential elements                         0.666
Clock Skews                                                            0.00562 ns
Final design instance area without fill                                   976 µm²
Vias in the first global route                                                457
Most numerous logic cell after layout                                sky130_fd_sc_hd__edfxtp_1
Clock Sinks                                                                    16
Total power density per cell area                                     1500 nW/µm²
Post-synth design cell area                                               722 µm²
Total congestion overflow after global routing                                  0
Flops after synth                                                              16
End-of-flow core utilization                                                0.154
Max cap viols                                                                   0
Dominant delay contributor by cell family on the critical path       multiplexers
Critical path data arrival time                                           1.46 ns
Floorplan core area                                                      6350 µm²
Final Hold Viols                                                                0
Sort of element at the end of the critical path                          register
Critical path fanouts, max                                                      5
Critical path origin                                                 r_bit_index[0]
Levels on crit path                                                             3
Yosys cell count                                                               46
Clock insertion delay at the later pin of the skew report                 0.24 ns
Final Setup Violations                                                          0
Peak ir drop on the vdd network                                        0.000442 V
Area of the synthesized netlist per yosys stat                            722 µm²
Worst setup SP type                                                      register
Setup slack after layout                                                 0.221 ns
Remaining antenna violation count after routing                                 0
Number of remaining DRC errors                                                  0
Tightest Hold Check Type                                                in -> reg
Worst path bufs/invs                                                            0
Count of buffers added by post-CTS timing repair for setup                      0
Overall die width                                                          101 µm
H-tree depth reported by CTS                                                    1
Critical Path End                                                          serial
Post-Place Setup Slack                                                   0.179 ns
Final Max Slew Viols                                                            0
Slowest Stage Delay on Critical Path                                      0.53 ns
Routed vias/inst                                                             3.01
Placed cell areas                                                         935 µm²
Slew margin rel.                                                            0.815
Setup Crit Path Kind                                                   reg -> reg
Most area-hungry cell type in the Yosys netlist                      sky130_fd_sc_hd__edfxtp_1
Die Y                                                                      101 µm
Quantity of I/O buffers inserted on ports                                      11
R2r endpoint                                                               serial
Final worst-path cycle share                                                0.870
Via Count                                                                     415
Worst-case clock buffer depth                                                   2
Min Clock Period, post-route                                              1.48 ns
Largest net degree at the start of global routing                              10
Area added between synthesis and finish                                     35.2%
Wire length of the first global-routing pass                              2040 µm
DRT iter0 DRCs                                                                 38
Row count                                                                      29
Mapped Avg Cell Area                                                     15.7 µm²
Cells after synthesis                                                          46
Cell-by-cell listing of the critical path                            mux4_2 -> nor2_1 -> o32ai_1
Final HPWL from detailed placement                                         940 µm
Global router's overall resource usage                                     0.0250
Proportion of layout cells with a drive suffix above 1                      0.213
Antenna violations before repair                                                0
Result of the run                                                    complete, no violations
Cts hold-fix bufs                                                               0
Leakage power total                                                   0.000334 µW
Top Layout Cells                                                     16 x sky130_fd_sc_hd__edfxtp_1, 11 x sky130_fd_sc_hd__clkdlybuf4s50_1, 6 x sky130_fd_sc_hd__nor2_1, 4 x sky130_fd_sc_hd__buf_4, 3 x sky130_fd_sc_hd__clkbuf_8
TNS Setup                                                                    0 ns
Chip area                                                              10,200 µm²
R2r worst-path depth                                                            3
CTS root buf                                                         sky130_fd_sc_hd__clkbuf_8
Post-layout instance count excluding filler cells                             138
Synth warn                                                                      1
Launching point of the worst reg2reg path                            r_bit_index[0]
Total tool warning count                                                       25
Largest cells by area after synthesis                                sky130_fd_sc_hd__edfxtp_1 67%, sky130_fd_sc_hd__ha_1 3.5%, sky130_fd_sc_hd__buf_6 3.1%
Slowest cell on the critical path                                    sky130_fd_sc_hd__mux4_2
Placer Congestion                                                           0.726
Wire length after detailed routing                                        1140 µm
Unrepaired setup endpoints after global routing                             false
=================================================================================
==> report_power, final <==
part	switching (µW)	internal [µW]
Sequential	79.7	629
Clock	107	156
Combinational	220	269
Total	406	1050
==> kinds of logic (layout without fill, tap and decap cells) <==
family,count (synthesis),in the layout,synth area share
AND/OR/NAND/NOR,15,15,0.125
multiplexers,3,3,0.0607
AND-OR/OR-AND,4,4,0.0433
XOR/XNOR,2,2,0.0243
buffers and inverters,4,19,0.0468
flip-flops,16,16,0.666
adder cells (fa/ha/maj),2,2,0.0347
==> Yosys cell counts <==
cell / number
sky130_fd_sc_hd__a31o_1: 1
sky130_fd_sc_hd__nor2_1: 6
sky130_fd_sc_hd__o21ai_0: 1
sky130_fd_sc_hd__xnor2_1: 1
sky130_fd_sc_hd__and3b_2: 1
sky130_fd_sc_hd__mux4_2: 1
sky130_fd_sc_hd__nor3_1: 2
sky130_fd_sc_hd__buf_6: 2
sky130_fd_sc_hd__a21o_2: 1
sky130_fd_sc_hd__nor4b_1: 1
sky130_fd_sc_hd__o32ai_1: 1
sky130_fd_sc_hd__inv_1: 1
sky130_fd_sc_hd__or3b_4: 1
sky130_fd_sc_hd__mux2i_1: 1
sky130_fd_sc_hd__nor3b_1: 2
sky130_fd_sc_hd__mux2_2: 1
sky130_fd_sc_hd__buf_4: 1
sky130_fd_sc_hd__ha_1: 2
sky130_fd_sc_hd__xor2_1: 1
sky130_fd_sc_hd__and2_1: 2
sky130_fd_sc_hd__edfxtp_1: 16
==> metrics by stage <==
step | hold WS (ns) | total power (µW)
floorplan | 0.439 | 1060
global placement | 0.668 | 1190
detailed placement | 0.681 | 1210
CTS | 0.653 | 1480
global route | 0.652 | 1580
finish | 0.655 | 1460
==> worst reg2reg max path, delay by kind of cell (launching register included) <==
kind	cells	cell delay, ns
AOI/OAI and AO/OA	1	0.11
DFF	1	0.47
muxes	1	0.53
and+or+nand+nor	1	0.11
==> how the worst min path moves through the flow <==
| stage | slack (ns) | cells past startpoint | end | from |
|---|---|---|---|---|
| finish | 0.66 | 1 | r_tx_byte[4] | tx_data_byte[4] |
| CTS | 0.65 | 1 | r_tx_byte[4] | tx_data_byte[4] |
| global route | 0.65 | 1 | r_tx_byte[2] | tx_data_byte[2] |
==> routing by layer <==
layer	global-route usage	part of all wire
met1	0.0277	0.43
met2	0.0364	0.40
met3	0.0236	0.17
met4	0.00107	0
met5	0	0
==> state kept, by name (all words and copies together) (netlist names) <==
name	count
r_bit_index	3
r_tx_done	1
serial	1
r_tx_byte	8
r_tx_state	3
==> layout make-up <==
class	instances	area, µm²
repair buffers	15	140
flip-flops and latches	16	480
well taps	77	96.3
inverters	1	3.75
clock buffers	3	41.3
multi-input cells	26	214
fillers	679	5370
Power figures rest on the tool's default switching activity, not on a simulated workload.
